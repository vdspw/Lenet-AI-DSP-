File: flow/config.mk
export PLATFORM = sky130hd
export DESIGN_NAME = maxpool2x2
export DESIGN_NICKNAME = maxpool2x2
export VERILOG_FILES = /design/flow/design.v
export SDC_FILE = /design/flow/constraint.sdc
export NUM_CORES = 4
export LEC_CHECK = 1
export CORE_UTILIZATION = 40
File: flow/constraint.sdc
current_design maxpool2x2

set clk_period 9.7
set clk_io_pct 0.2

create_clock -name clk0 -period $clk_period

set non_clock_inputs [all_inputs -no_clocks]
set_input_delay [expr $clk_period * $clk_io_pct] -clock clk0 $non_clock_inputs
set_output_delay [expr $clk_period * $clk_io_pct] -clock clk0 [all_outputs]
File: flow/design.v
module maxpool2x2 #(parameter N = 16) (
    input wire [N*4-1:0] input_block_30,   
    output wire [N-1:0] output_value_30   
);
    wire [N-1:0] in_00_30 = input_block_30[N*4-1:N*3];
    wire [N-1:0] in_01_30 = input_block_30[N*3-1:N*2];
    wire [N-1:0] in_10_30 = input_block_30[N*2-1:N];
    wire [N-1:0] in_11_30 = input_block_30[N-1:0];
    wire [N-1:0] max1_30 = (in_00_30 > in_01_30) ? in_00_30 : in_01_30;
    wire [N-1:0] max2_30 = (in_10_30 > in_11_30) ? in_10_30 : in_11_30;
    assign output_value_30 = (max1_30 > max2_30) ? max1_30 : max2_30;
endmodule
File: flow/run.sh
#!/bin/bash
# OpenROAD 26Q1-2900-gdf79404cd8, Yosys 0.63+post, stock flow scripts
make -C /OpenROAD-flow-scripts/flow DESIGN_CONFIG=/design/flow/config.mk WORK_HOME=/design/flow/orfs finish
==> results.ini <==
[die]
num_io_pins=80
core.rowCount=24
die_width_um=69.1
core-area_um2=4350
die_y_um=69.1
die_area_um2=4770
fp_util_pct=41.4

[power]
power_frac_seq_pct=0
swShare_pct=41.2
p_switching_mw=0.0734
cellPowerDensity_nw_per_um2=67.8
total_leakage_power_nw=1.37
p_clk_share_pct=0
combPwrFrac_pct=100.0
ir_worst_vdd_v=0.0000434
power_mw=0.178
power.internal_mw=0.105

[logic_synthesis]
yosys.area_share.xor_xnor_pct=0
synth_seq_share_pct=0
aoi_share_pct=14.9
synth-simple-area-share_pct=12.1
logic_family=adder cells
synth.distinct_cells=31
yosys_area_um2=1800
mux_area_share_pct=26.7
netlist_instances=223
syn_area_um2=1800
fa_ha_area_share_pct=33.4
yosysWarnings=0
avgSynthCellArea_um2=8.07
yosysCellCount=223

[setup_path]
crit_fanout=15
path_cells=clkdlybuf4s50_1 > inv_1 > ha_1 > nand4_2 > nor4_1 > a21boi_0 > o41a_1 > buf_4 > mux2i_1 > inv_1 > ha_1 > a21o_1 > a21o_1 > a21oi_1 > a211oi_1 > o31ai_4 > buf_4 > mux2i_1 > clkdlybuf4s50_1
critical_path_required_ns=7.76
cp_slowest_cell=clkdlybuf4s50_1
end_kind=output port
cp-start-kind=primary input
crit_arrival_ns=6.86
critPathKind=primary input to output port
critical_path.max_stage_delay_ns=0.50

[cells_and_area]
seq_cells=0
mostFrequentLayoutCells=clkdlybuf4s50_1 (80), inv_1 (49), mux2i_1 (48), ha_1 (48), a21oi_1 (15)
regArea_um2=0
clkbuf_count=0
final_common_cell=clkdlybuf4s50_1
fillers=398
syn_to_final_growth_pct=46.1
drive_above_1_share_pct=2.66

[sta]
finalCriticalPeriod_ns=8.80
finalMaxSlewViolations=0
finalClockPeriodUsage_pct=90.7
finalHoldViolCount=0
timing.slew.headroom_pct=50.9
finalSetupViolCount=0
worstMarginPinSlew_ns=0.736
tns_ns=0
grt_setup_unrepaired=no
fmax_mhz=114

[run]
maxCapViolCount=0
warnings=33

[route]
dr.pass1.iters=4
wl_per_cell_um=11.9
antenna_cells=0
drt_iter0_drc=42
final_antenna_net_count=0
totalWireLength_mm=4.19
vias=1715
detail_route.vias_per_cell=4.86
drc=0

[global_route]
grt_remaining_overflow=0
grt_pass1_wl_mm=7.45
grt_start_max_net_pins=17
grt_antenna_before_repair=0
grt_pass1_vias=1660
grt.total_usage_pct=18.6

[clock_network]
ctsHoldBuffers=0
post_cts_buffers=0
cts.repair.resized=0

[placed_design]
detailed_place_hpwl_mm=3.77
routabilityCongestion=0.927
port_buffers=80

[hold_path]
hold_class=primary input to output port

[outcome]
status=finished clean

[stage by stage]
step                instance area, um^2  utilization [%]  hold slack [ns]  setup WS [ns]  cells
finish                             2630             60.4             4.97          0.902    353
global route                       2630             60.4             5.04          0.528    353
CTS                                2630             60.4             4.99          0.850    353
detailed placement                 2630             60.4             4.98          0.876    353
global placement                   2630             60.4             4.98           1.01    353
floorplan                          1800                -             4.01           2.47    223
[layer usage]
layer	track usage [%]	share of wire (%)	up-vias
met4	0	0	0
li1	-	-	955
met3	0.593	4.2	0
met2	31.7	46	54
met5	0	0	-
met1	27.8	50	706
[power groups by stage]
stage | Sequential [mW] | Combinational (mW) | Clock, mW
4_1_cts | 0 | 0.181 | 0
5_1_grt | 0 | 0.200 | 0
6_report | 0 | 0.178 | 0
[path summary, 6_finish.rpt]
check,start,end,cells past startpoint,slack [ns]
worst max-delay path,input_block_30[47],output_value_30[9],19,0.90
worst min-delay path,input_block_30[45],output_value_30[13],4,4.97
[logic make-up (layout without fill, tap and decap cells)]
family,after synthesis,after routing
compound gates,36,36
mux,48,48
simple gates,38,38
buf+inv,53,131
fa+ha+maj,48,48
[cell type report]
| class | count | area [um^2] | area share, % |
|---|---|---|---|
| Tap cell | 52 | 65.1 | 2.47 |
| Inverter | 49 | 184 | 6.99 |
| Timing Repair Buffer | 82 | 816 | 31.0 |
| Multi-Input combinational cell | 170 | 1570 | 59.5 |
[worst max-delay path: cells and delay by family]
family                     cells  cell delay [ns]
muxes                          2             0.53
buffers and inverters          6             1.69
and+or+nand+nor                2             0.57
AOI/OAI and AO/OA              7             1.52
adders and majority gates      2             0.62
[cell usage after synthesis (all sizes together)]
master / instances / area (um^2)
and2: 2 / 12.5
nand2b: 1 / 6.26
ha: 48 / 601
nor2b: 4 / 25.0
nor4: 2 / 18.8
o211ai: 1 / 7.51
nand2: 10 / 37.5
a21boi: 1 / 7.51
mux2i: 48 / 480
o31ai: 1 / 21.3
a2111oi: 2 / 36.3
a31oi: 1 / 21.3
nand4: 9 / 68.8
nor2: 4 / 15.0
a211oi: 2 / 15.0
or4: 1 / 7.51
a21o: 5 / 37.5
buf: 4 / 50.1
o21ai: 7 / 35.0
inv: 49 / 184
or3: 1 / 6.26
o41a: 1 / 11.3
nand3: 1 / 5.00
nor3: 3 / 15.0
a21oi: 15 / 75.1
