## design/flow/config.mk

```make
export PLATFORM = sky130hd
export DESIGN_NAME = relu
export DESIGN_NICKNAME = relu
export VERILOG_FILES = /design/flow/design.v
export SDC_FILE = /design/flow/constraint.sdc
export NUM_CORES = 4
export LEC_CHECK = 1
export CORE_AREA = 10 10 70 70
export DIE_AREA = 0 0 80 80
```

## design/flow/constraint.sdc

```tcl
current_design relu

set clk_period 1.0
set clk_io_pct 0.2

create_clock -name clk0 -period $clk_period

set non_clock_inputs [all_inputs -no_clocks]
set_input_delay [expr $clk_period * $clk_io_pct] -clock clk0 $non_clock_inputs
set_output_delay [expr $clk_period * $clk_io_pct] -clock clk0 [all_outputs]
```

## design/flow/design.v

```verilog
module relu #(parameter N = 16) (
    input wire [N-1:0] in_30,
    output wire [N-1:0] out_30
);
    assign out_30 = (in_30[N-1] == 1'b1) ? {N{1'b0}} : in_30;  
endmodule
```

## design/flow/run.sh

```bash
#!/bin/bash
# OpenROAD 26Q1-2900-gdf79404cd8, Yosys 0.63+post, stock flow scripts
make -C /OpenROAD-flow-scripts/flow DESIGN_CONFIG=/design/flow/config.mk WORK_HOME=/design/flow/orfs finish
```

==> impl_metrics.csv <==
group,metric,value,unit
final_layout,fillCellCount,407,
flow_run,tool_warnings,32,
floorplan,core-area,3420,um2
flow_run,drv_cap,0,
place,io_buffers,31,
pwr,switching_share,30.1,%
floorplan,dieArea,6400,um2
critical_path,critPathKind,"in2out",
floorplan,fp_util,4.21,%
final_layout,layout_top_cells,"dlygate4sd2_1, buf_2, nor2b_4, nor2b_1, and2b_2",
grt,grt.total_usage,3.58,%
min_path,min_from,"in_30[15]",
grt,grt_max_degree,9,
pwr,internal_power,0.101,mW
routing,routed_wl,1230,um
pwr,p_comb_share,100.0,%
sta,hold_violations,0,
min_path,worst_hold_path_type,"in2out",
floorplan,die_y,80,um
logic_synthesis,yosys.area.top_type,"nor2b_2",
critical_path,crit_arrival,0.77,ns
pwr,ir_drop,0.0571,mV
routing,drcViolationCount,0,
min_path,whs_path_depth,3,
place,dp_hpwl,1090,um
place,pre_cts_slack,-0.691,ns
grt,grt_pass1_wl,1740,um
logic_synthesis,yosys-stat-area,144,um2
critical_path,worstPathRequired,0.80,ns
place,dpl.cell_count,94,
sta,rsz0062_at_grt,"no",
routing,drtAntennaViolNets,0,
floorplan,die_w,80,um
critical_path,critical_path.endpoint_type,"output port",
sta,fmax,1.03,GHz
grt,first_global_vias,264,
pwr,p_leak,0.260,nW
place,gp_congestion,0.763,
logic_synthesis,ys_warn_count,0,
routing,wl_met3,207,um
routing,route.top_layer_used,"met3",
sta,hold-worst-slack,0.683,ns
final_layout,seq_area,0,um2
logic_synthesis,area_leaders,"nor2b_2, and2b_2, nor2b_1",
cts,cts_hold_buf,0,
critical_path,start_kind,"input pin",
final_layout,clkbuf_count,0,
final_layout,layout.cells.non_filler,95,
floorplan,num_io_pins,32,
pwr,switchingPower,0.0433,mW
sta,period_used_share,96.8,%
logic_synthesis,syn-mean-instance-area,7.99,um2
sta,fin_crit,0.968,ns
final_layout,area_delta_synth_final,230,%
final_layout,final_common_cell,"dlygate4sd2_1",
sta,fin_ws,0.0321,ns
logic_synthesis,yosys-stat-cells,18,
floorplan,rows,21,
pwr,clkPwrFrac,0,%
sta,slew_violations,0,
logic_synthesis,synth_cell_types,7,
routing,vias,251,
min_path,whs_endpoint,"out_30[5]",
routing,dr.pass1.iters,2,
grt,antenna_found_initial,0,
routing,route.met2.wl,565,um
pwr,seq_power_share,0,%
logic_synthesis,syn-cell-area,144,um2
critical_path,critPathMaxFanout,1,
final_layout,drive_gt1_share,55.1,%
pwr,p_per_area,303,nW/um2
final_layout,nFlopsAndLatches,0,
routing,routed_via_density,2.64,
routing,wire_per_inst,12.9,um
grt,gr-total-overflow,0,
logic_synthesis,synthCells,18,
routing,wl_met1,454,um
run_status,status,"finished, final reports clean",
logic_synthesis,top_cell_area_share,42.6,%
sta,setup_viol,0,
routing,n_antenna_cell,0,
final_layout,utilization,13.9,%
routing,dr.first_iter.drc_count,3,
logic_synthesis,ys_seq_share,0,%
==> critical path, cell delays in order <==
cell and delay (ns):
dlygate4sd2_1 0.23, and2b_2 0.18, clkdlybuf4s15_1 0.17
==> synth_stat cells <==
cell	count
buf_6	1
buf_4	1
nor2b_1	3
nor2b_2	7
and2b_2	3
and2b_1	2
conb_1	1
==> final cells by class <==
class,instances,area (um2),area share [%]
multi-input cells,16,160,33.7
well taps,46,57.6,12.1
repair buffers,33,258,54.2
==> metal layers <==
metal / GRT usage [%] / up-vias
met5: 0 / -
met1: 4.28 / 120
met3: 2.05 / 0
li1: - / 114
met4: 0 / 0
met2: 5.78 / 17
==> how the worst max path moves through the flow <==
stage / start / end / cells after the start
after CTS: in_30[15] / out_30[2] / 4
final: in_30[2] / out_30[2] / 3
after global routing: in_30[2] / out_30[2] / 3
==> logic make-up after synthesis <==
logic type / synth area share (%)
buffers and inverters: 13.0
other: 2.61
and+or+nand+nor: 84.4
==> power groups by stage <==
stage,Sequential [mW],Combinational (mW),Clock (mW)
after global routing,0,0.157,0
after CTS,0,0.158,0
final,0,0.144,0
==> timing repair <==
action / 4_1_cts / 5_1_grt
gates cloned: 1 / 0
endpoints found under the setup margin: 15 / 1
buffers inserted: 1 / 0
gates resized: 80 / 0
==> stage by stage <==
stage          instance area [um2]  power, mW  TNS, ns
2_1_floorplan                  144     0.0352        0
3_3_place_gp                   513      0.173    -9.58
3_5_place_dp                   513      0.173    -9.50
4_1_cts                        495      0.158        0
5_1_grt                        475      0.157        0
6_report                       475      0.144        0
Power figures rest on the tool's default switching activity, not on a simulated workload.
